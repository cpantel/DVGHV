$ cat config.mk
export PLATFORM = sky130hd
export DESIGN_NAME = digits10_array
export DESIGN_NICKNAME = digits10_array
export VERILOG_FILES = /design/flow/design.v
export SDC_FILE = /design/flow/constraint.sdc
export NUM_CORES = 4
export LEC_CHECK = 1
export CORE_AREA = 10 10 70 70
export DIE_AREA = 0 0 80 80
$ cat constraint.sdc
current_design digits10_array

set clk_period 3.5
set clk_io_pct 0.2

create_clock -name clk0 -period $clk_period

set non_clock_inputs [all_inputs -no_clocks]
set_input_delay [expr $clk_period * $clk_io_pct] -clock clk0 $non_clock_inputs
set_output_delay [expr $clk_period * $clk_io_pct] -clock clk0 [all_outputs]
$ cat design.v
`timescale 1ns/1ps
module digits10_array(digit, yofs, bits);
  input [3:0] digit;		 
  input [2:0] yofs;		 
  output [4:0] bits;		 
  reg [4:0] bitarray[0:15][0:4];  
  assign bits = bitarray[digit][yofs];	 
  integer i,j;
  initial begin 
    bitarray[0][0] = 5'b11111;
    bitarray[0][1] = 5'b10001;
    bitarray[0][2] = 5'b10001;
    bitarray[0][3] = 5'b10001;
    bitarray[0][4] = 5'b11111;
    bitarray[1][0] = 5'b01100;
    bitarray[1][1] = 5'b00100;
    bitarray[1][2] = 5'b00100;
    bitarray[1][3] = 5'b00100;
    bitarray[1][4] = 5'b11111;
    bitarray[2][0] = 5'b11111;
    bitarray[2][1] = 5'b00001;
    bitarray[2][2] = 5'b11111;
    bitarray[2][3] = 5'b10000;
    bitarray[2][4] = 5'b11111;
    bitarray[3][0] = 5'b11111;
    bitarray[3][1] = 5'b00001;
    bitarray[3][2] = 5'b11111;
    bitarray[3][3] = 5'b00001;
    bitarray[3][4] = 5'b11111;
    bitarray[4][0] = 5'b10001;
    bitarray[4][1] = 5'b10001;
    bitarray[4][2] = 5'b11111;
    bitarray[4][3] = 5'b00001;
    bitarray[4][4] = 5'b00001;
    bitarray[5][0] = 5'b11111;
    bitarray[5][1] = 5'b10000;
    bitarray[5][2] = 5'b11111;
    bitarray[5][3] = 5'b00001;
    bitarray[5][4] = 5'b11111;
    bitarray[6][0] = 5'b11111;
    bitarray[6][1] = 5'b10000;
    bitarray[6][2] = 5'b11111;
    bitarray[6][3] = 5'b10001;
    bitarray[6][4] = 5'b11111;
    bitarray[7][0] = 5'b11111;
    bitarray[7][1] = 5'b00001;
    bitarray[7][2] = 5'b00001;
    bitarray[7][3] = 5'b00001;
    bitarray[7][4] = 5'b00001;
    bitarray[8][0] = 5'b11111;
    bitarray[8][1] = 5'b10001;
    bitarray[8][2] = 5'b11111;
    bitarray[8][3] = 5'b10001;
    bitarray[8][4] = 5'b11111;
    bitarray[9][0] = 5'b11111;
    bitarray[9][1] = 5'b10001;
    bitarray[9][2] = 5'b11111;
    bitarray[9][3] = 5'b00001;
    bitarray[9][4] = 5'b11111;
  end
endmodule
$ cat run.sh
#!/bin/bash
# OpenROAD 26Q1-2900-gdf79404cd8, Yosys 0.63+post, stock flow scripts
make -C /OpenROAD-flow-scripts/flow DESIGN_CONFIG=/design/flow/config.mk WORK_HOME=/design/flow/orfs finish
==> run summary <==
Implementation run completed; key figures follow.

Status:
- The flow ran to the end, but the final reports show violations.
- The checks that failed: setup timing.

Min path:
- Checking hold timing, the worst path is listed with class in -> out.
- The number of cells on the worst hold path is listed as 7.
- The worst hold path begins at digit[0].
- The run gives the worst hold path endpoint as bits[1].

Floorplan:
- The run gives the row count as 21.
- The region available for standard cell placement spans 0.00342 mm^2.
- The run gives the width of the die as roughly 80 um.
- The run puts the starting density of the core at 17.0%.
- After floorplanning, the die was sized to cover 0.00640 mm^2.
- The run puts the floorplan die height at 80 um.
- The run puts the number of I/O pins at 12.

Pwr:
- The run gives the final total power as 0.000553 W.
- Per the summary, power density relative to cell area is about 400 mW/mm^2.
- In this run the VDD rail shows a maximum IR drop of 0.117 mV.
- Per the OpenROAD power report, leakage power amounts to approximately 0.53 nW.

Clock network:
- The run puts the number of hold-repair buffers added at the cts stage at 0.

Layout:
- The run puts the multi-input combinational cell area at roughly 900 um^2.
- Summing all flip-flop and latch instances after layout gives 0 um^2.
- The top cell type in the final layout, fill and taps aside, is sky130_fd_sc_hd__buf_4.
- The most common logic cells in the final layout are 34 x sky130_fd_sc_hd__buf_4, 8 x sky130_fd_sc_hd__ha_4, 7 x sky130_fd_sc_hd__a21oi_2, 6 x sky130_fd_sc_hd__nor2_1, 6 x sky130_fd_sc_hd__buf_2.
- The run gives the total of clock buffers placed in the layout as 0.
- The run gives the count of filler cells inserted in the layout as 315.
- The run gives the synthesis-to-layout area growth as 140%.
- The count of cells in the finished layout, fillers not included, comes to between 150 and 200.
- The run puts the layout sequential cell count at 0.
- The post-route netlist has 71.0% of its cells at a drive strength greater than 1.
- The final report gives the core utilization as approximately 40%.

Setup path:
- By instance count, the cell type seen most on the critical path is sky130_fd_sc_hd__ha_4.
- The critical path in this run is classified as in -> out.
- The run puts the required time of the critical path at ~2.8 ns.
- For reference, the critical path cell chain is clkdlybuf4s15_2 -> ha_4 -> ha_4 -> ha_4 -> buf_4 -> xnor2_4 -> nand2_2 -> a211oi_2 -> a21oi_2 -> buf_4 -> buf_6 -> a21oi_2 -> buf_2.
- The worst setup path is launched from an input pin.
- At the worst endpoint, the arrival time is 2.97 ns.
- STA classifies the critical path endpoint as an output port.
- The run puts the worst-path maximum fanout at 6.
- The slowest stage of the critical path belongs to the cell sky130_fd_sc_hd__ha_4.
- The run gives the delay of the slowest cell on the worst path as roughly 0.27 ns.

Synthesis:
- The run puts the number of different library cells in the post-synthesis netlist at 30.
- sky130_fd_sc_hd__ha_1 takes more of the synthesized area than any other cell.
- The run puts the top cell type's share of synthesized area at 25.9%.
- The run puts the sequential fraction of the synthesis area at 0%.
- The run puts the post-synthesis average cell area at slightly above 7 um^2.
- The run puts the yosys synthesis warning count at 1.
- The run gives the yosys cell count as 82.
- After synthesis, the cell types taking the most area are sky130_fd_sc_hd__ha_1 26%, sky130_fd_sc_hd__a21oi_1 10%, sky130_fd_sc_hd__nor2_1 6.5%.
- The run puts the summed standard-cell area reported by yosys at a little under 600 um^2.
- The run gives the post-synthesis instance area as between 500 and 600 um^2.
- The synthesized netlist handed to floorplanning was reported with a cell count of between 80 and 90.

STA:
- Looking at the max-slew report, the worst-margin pin has a slew of between 0.7 and 0.8 ns.
- The run puts the count of final max-slew check failures at 0.
- For this run, the final setup violation count is recorded as 5.
- The run puts the relative max-transition margin at between 50 and 60%.
- The run gives the upper clock frequency limit as about 0.27 GHz.
- The run gives the post-route fraction of the period consumed by the critical path as 105%.
- After layout, the worst setup slack is -0.172 ns.
- The run puts the minimum clock period at about 3.7 ns.
- The run gives the worst hold slack as 2.13 ns.
- Setup repair after global routing could not meet its margin everywhere.
- The run gives the hold violation count in the final report as 0.

Route:
- For this sky-water flow run, the detailed-routed wirelength per cell is reported as between 15 and 20 um.
- The run puts the diode insertion count for antenna repair at 0.
- For this block, the via count after detailed routing is approximately 900.
- The run puts the wire length reported by the detailed router at between 2 and 3 mm.
- After detailed routing, the number of remaining DRC violations is 0.
- The run gives the number of search-and-repair iterations in the first detailed-routing pass as 4.
- The run gives the number of vias per cell as roughly 5.1.
- The run puts the remaining antenna violation count after routing at 0.
- In this run, the number of DRC markers left after iteration 0 of detailed routing was roughly 76.

Global route:
- The run puts the wire length of the first global-routing pass at around 4.4 mm.
- The via count of the first global-routing pass came to 937.
- The run gives the largest net degree at the start of global routing as 12.
- The number of antenna violations at the first check in global routing is 0.
- The run gives the overall track demand over capacity in global routing as around 8.1%.
- Recorded from the global router log, the overflow total was 0.

Job:
- The run puts the number of max-cap violations at 0.
- Across all stage logs, warnings added up to 35.

Place:
- In this run the tool buffered the top-level ports with 12 buffer cells.
- The run puts the post-DP HPWL at roughly 1.5 mm.
- The run puts the final estimated routing congestion in global placement at 0.919.
- The number of placed instances, taps included, is 160.
## kinds of logic after synthesis
logic type	count (synthesis)	synth area share [%]
and+or+nand+nor	29	24.6
buffers and inverters	4	2.59
xor gates and xnor gates	6	9.07
AOI/OAI and AO/OA	29	32.4
adders and majority gates	13	29.4
muxes	1	1.94
## worst max-delay path, delay by kind of cell
family,cells,cell delay (ns)
fa+ha+maj,3,0.70
simple gates,1,0.11
compound gates,3,0.46
buf+inv,5,0.73
xor+xnor,1,0.26
## worst max path at each step
stage / cells past startpoint / end / from
global route: 12 / bits[1] / digit[0]
CTS: 12 / bits[1] / digit[2]
finish: 13 / bits[1] / digit[3]
## synthesized netlist by cell type (all sizes together)
cell type / instances
ha: 12
a21oi: 12
nand3: 4
a31o: 1
and2: 1
o22ai: 1
nor3: 1
o311ai: 1
a22oi: 1
nand4: 1
o32ai: 1
o2111ai: 3
clkbuf: 2
fa: 1
o31ai: 1
nor2: 10
a211oi: 2
or2: 1
inv: 2
or3: 1
a32oi: 1
nand2: 3
nor4: 2
xor2: 3
and3: 5
mux2: 1
o211ai: 2
o21ai: 3
xnor2: 3
## layout make-up
cell class | instances | area share [%]
Tap cell | 46 | 4.14
Multi-Input combinational cell | 78 | 65.0
Inverter | 2 | 0.541
Timing Repair Buffer | 51 | 30.3
## through the flow
step / worst slack (ns) / instance area [um^2] / TNS [ns]
floorplan: 0.0905 / 587 / 0
global placement: -1.03 / 922 / -4.86
detailed placement: -1.06 / 922 / -5.01
CTS: -0.116 / 1290 / -0.271
global route: -0.258 / 1390 / -0.874
finish: -0.172 / 1390 / -0.400
## power breakdown
| part | switching (W) | internal, W |
|---|---|---|
| Sequential | 0 | 0 |
| Clock | 0 | 0 |
| Combinational | 0.000255 | 0.000298 |
| Total | 0.000255 | 0.000298 |
## what timing repair did
| action | CTS | global route |
|---|---|---|
| setup buffers | 16 | 5 |
| endpoints found under the setup margin | 5 | 5 |
| pin swaps | 23 | 12 |
| gates resized | 90 | 17 |
| hold endpoints to repair | 0 | 0 |
## metal layers
metal / share of wire (%) / GRT usage [%] / wire (um)
met5: 0 / 0 / 0
met4: 0.44 / 1.23 / 12
met3: 8.1 / 0.682 / 219
met2: 49 / 14.0 / 1330
met1: 42 / 10.7 / 1150
Power and IR drop assume default switching activity.
