--- design/flow/config.mk ---
export PLATFORM = sky130hd
export DESIGN_NAME = digits10_case
export DESIGN_NICKNAME = digits10_case
export VERILOG_FILES = /design/flow/design.v
export SDC_FILE = /design/flow/constraint.sdc
export NUM_CORES = 4
export LEC_CHECK = 1
export CORE_AREA = 10 10 70 70
export DIE_AREA = 0 0 80 80
--- design/flow/design.v ---
`timescale 1ns/1ps
module digits10_case(digit, yofs, bits);
  input [3:0] digit;		 
  input [2:0] yofs;		 
  output reg [4:0] bits;	 
  wire [6:0] caseexpr = {digit,yofs};
  always @(*)
    case (caseexpr) 
      7'o00: bits = 5'b11111;
      7'o01: bits = 5'b10001;
      7'o02: bits = 5'b10001;
      7'o03: bits = 5'b10001;
      7'o04: bits = 5'b11111;
      7'o10: bits = 5'b01100;
      7'o11: bits = 5'b00100;
      7'o12: bits = 5'b00100;
      7'o13: bits = 5'b00100;
      7'o14: bits = 5'b11111;
      7'o20: bits = 5'b11111;
      7'o21: bits = 5'b00001;
      7'o22: bits = 5'b11111;
      7'o23: bits = 5'b10000;
      7'o24: bits = 5'b11111;
      7'o30: bits = 5'b11111;
      7'o31: bits = 5'b00001;
      7'o32: bits = 5'b11111;
      7'o33: bits = 5'b00001;
      7'o34: bits = 5'b11111;
      7'o40: bits = 5'b10001;
      7'o41: bits = 5'b10001;
      7'o42: bits = 5'b11111;
      7'o43: bits = 5'b00001;
      7'o44: bits = 5'b00001;
      7'o50: bits = 5'b11111;
      7'o51: bits = 5'b10000;
      7'o52: bits = 5'b11111;
      7'o53: bits = 5'b00001;
      7'o54: bits = 5'b11111;
      7'o60: bits = 5'b11111;
      7'o61: bits = 5'b10000;
      7'o62: bits = 5'b11111;
      7'o63: bits = 5'b10001;
      7'o64: bits = 5'b11111;
      7'o70: bits = 5'b11111;
      7'o71: bits = 5'b00001;
      7'o72: bits = 5'b00001;
      7'o73: bits = 5'b00001;
      7'o74: bits = 5'b00001;
      7'o100: bits = 5'b11111;
      7'o101: bits = 5'b10001;
      7'o102: bits = 5'b11111;
      7'o103: bits = 5'b10001;
      7'o104: bits = 5'b11111;
      7'o110: bits = 5'b11111;
      7'o111: bits = 5'b10001;
      7'o112: bits = 5'b11111;
      7'o113: bits = 5'b00001;
      7'o114: bits = 5'b11111;
      default: bits = 0;
    endcase
endmodule
--- design/flow/constraint.sdc ---
current_design digits10_case

set clk_period 2.3
set clk_io_pct 0.2

create_clock -name clk0 -period $clk_period

set non_clock_inputs [all_inputs -no_clocks]
set_input_delay [expr $clk_period * $clk_io_pct] -clock clk0 $non_clock_inputs
set_output_delay [expr $clk_period * $clk_io_pct] -clock clk0 [all_outputs]
--- design/flow/run.sh ---
#!/bin/bash
# OpenROAD 26Q1-2900-gdf79404cd8, Yosys 0.63+post, stock flow scripts
make -C /OpenROAD-flow-scripts/flow DESIGN_CONFIG=/design/flow/config.mk WORK_HOME=/design/flow/orfs finish
==> results.env <==
STATUS='completed'
FINAL.HOLD.WORST_SLACK_NS=1.46
PEAKVDDDROP_uV=28.2
SYN_AREA_PER_CELL_UM2=6.32
WORST-ENDPOINT-ARRIVAL_NS=1.75
MET1_USAGE_PCT=4.48
CRITPATHMAXSTAGEDELAY_NS=0.49
FLOPS=0
BUFFER_PORTS.INSERTED=12
TIMING.MAX_SLEW.REL_SLACK_PCT=80.3
HOLDPATHSTAGES=5
YS_AREA_UM2=265
REQUIRED_NS=1.84
DIE_AREA_UM2=6400
DIE_WIDTH_UM=80
GRT_ANTENNA_BEFORE_REPAIR=0
POST_ROUTE_CELLS_DRIVE_ABOVE_1_SHARE_PCT=48.5
CTS-HOLD-FIX-BUFFERS=0
CRITICAL_PATH.CELL_CHAIN='buf_2, buf_4, o211ai_1, and2_1, o21ai_2, o221ai_2, clkdlybuf4s50_1'
WORST_PATH_MAX_FANOUT=6
GRT_FIRST_PASS_WIRELENGTH_MM=1.80
WARNING_COUNT=33
YOSYS.AREA.TOP_TYPE_SHARE_PCT=8.49
YOSYS_WARNINGS=1
IO_PINS=12
HP-START='digit[1]'
AREA_GROWTH_SYN_TO_LAYOUT_PCT=112
DP_HPWL_UM=862
SYNTH_SEQUENTIAL_AREA_RATIO_PCT=0
WORST_SLACK_NS=0.0860
LAYOUT.AREA.SEQ_UM2=0
FINAL.FILL_COUNT=388
CPLARGESTDELAYFAMILY='buffers and inverters'
SLEW_VIOLATIONS=0
GRT_START_MAX_NET_PINS=8
MIN-DELAY-PATH-CLASS='input port to output port'
DPL_WORST_SLACK_NS=-0.429
SYNTH_CELLS=42
FP.COREAREA_UM2=3420
CRITICAL_PATH_CLASS='input port to output port'
ROUTED_WIRE_LENGTH_PER_INSTANCE_UM=9.14
POST-ROUTE-MIN-PERIOD_NS=2.21
PLACEMENTROWS=21
CP_SLOWEST_CELL='clkdlybuf4s50_1'
SYNTH.CELL_AREA_UM2=265
FINALSETUPVIOLATIONS=0
DRT-VIAS-PER-INSTANCE=3.73
FIRST_ITER_VIOLATIONS=41
MIN_PERIOD_OVER_PERIOD_PCT=96.3
LEAKAGE_nW=0.250
TIMING.CRITICAL_PATH.BUF_INV=3
FINISH.CELL_COUNT_WITHOUT_FILLERS=112
YOSYS-TOP-CELLS-COUNT='nor2_1 (5), a21oi_1 (3), nor3_1 (3), o211ai_1 (3), o21ai_0 (3)'
YOSYSMOSTFREQUENTCELL='nor2_1'
NUMBER_OF_VIAS_IN_THE_ROUTED_LAYOUT=418
FINAL_ANTENNA_NET_COUNT=0
FINALHOLDVIOLATIONS=0
UNREPAIRED_SETUP_ENDPOINTS_AFTER_GLOBAL_ROUTING='true'
CLKBUF_COUNT=0
WIRELENGTH_MM=1.02
WORSTHOLDENDPOINT='bits[2]'
GP_CONGESTION=0.895
WORST_SLEW_PIN_SLEW_NS=0.294
MET2_USAGE_PCT=5.70
POST_CTS_SETUP_BUFFERS=0
MAX-CAP-VIOLATIONS=0
PLACED_CELLS=112
GRT_USE_MET3_PCT=0.455
DIE_HEIGHT_UM=80
ANTENNA-DIODE-COUNT=0
POWER_DENSITY_nW_PER_UM2=162
CLOCK.FMAX_MHz=452
GRT_MOST_USED_LAYER='met2'
GROUTE.USAGE.OVERALL_PCT=3.30
DESIGN_POWER_TOTAL_mW=0.0914
STARTPOINT_TYPE='input port'
DRC=0
FLOORPLAN.INITIALDENSITY_PCT=7.77
YS_CELLS=42
POST_SYNTH_NUM_CELL_TYPES=24
DETAILEDROUTE.FIRSTPASSITERATIONCOUNT=4
YOSYSTOPAREACELL='buf_6'
VIAS_IN_THE_FIRST_GLOBAL_ROUTE=395
END_KIND='output port'
GR-TOTAL-OVERFLOW=0
SYNTHTOPCELLSBYAREA='buf_6 (8.5%), o211ai_1 (8.5%), nor2_1 (7.1%), o32ai_2 (6.1%), a21oi_1 (5.7%)'
-- per-layer routing --
layer	share of wire, %	wire, um	vias to the layer above
li1	-	-	211
met1	45	461	190
met2	47	478	17
met3	8.1	83	0
met4	0	0	0
met5	0	0	-
-- worst max-delay path by stage --
| stage | startpoint | end | slack [ns] | cells past startpoint |
|---|---|---|---|---|
| final | yofs[1] | bits[1] | 0.09 | 7 |
| after global routing | digit[2] | bits[1] | -0.02 | 6 |
| after CTS | digit[2] | bits[1] | 0.01 | 6 |
-- through the flow --
step	setup TNS [ns]	utilization [%]	area (um^2)
floorplan	0	-	265
global placement	-1.99	15.6	534
detailed placement	-2.02	15.6	534
CTS	0	15.5	528
global route	-0.0212	16.5	563
finish	0	16.5	563
-- cell usage in the layout, fill, tap and decap left out, types with 2 or more instances in the layout --
| cell type | n |
|---|---|
| nor2_1 | 2 |
| nor2_2 | 2 |
| clkbuf_2 | 2 |
| buf_4 | 17 |
| and3_1 | 2 |
| o211ai_1 | 3 |
| a211oi_1 | 2 |
| dlygate4sd2_1 | 3 |
| clkdlybuf4s15_2 | 3 |
| a21oi_1 | 2 |
| nor3_1 | 3 |
| o21ai_1 | 2 |
| o21ai_0 | 2 |
| dlymetal6s2s_1 | 2 |
-- timing repair --
item	CTS	global route
gates resized	20	15
setup endpoints to repair	5	3
pin swaps	1	3
-- report_power, final --
group / switching, mW / total [mW] / internal, mW
registers: 0 / 0 / 0
clock network: 0 / 0 / 0
logic: 0.0401 / 0.0914 / 0.0513
-- logic make-up after synthesis --
logic type | Yosys count | synth area share (%)
AOI/OAI and AO/OA | 20 | 53.8
and+or+nand+nor | 14 | 26.4
xor gates and xnor gates | 1 | 3.30
buffers and inverters | 7 | 16.5
-- layout make-up --
class / count / area [um^2] / area share [%]
tap: 46 / 57.6 / 10.2
multi-input combinational: 35 / 260 / 46.2
timing repair buffer: 29 / 238 / 42.2
inverter: 2 / 7.51 / 1.33
