[flow/run.sh]
#!/bin/bash
# OpenROAD 26Q1-2900-gdf79404cd8, Yosys 0.63+post, stock flow scripts
make -C /OpenROAD-flow-scripts/flow DESIGN_CONFIG=/design/flow/config.mk WORK_HOME=/design/flow/orfs finish
[flow/config.mk]
export PLATFORM = sky130hd
export DESIGN_NAME = pattern
export DESIGN_NICKNAME = pattern
export VERILOG_FILES = /design/flow/design.v
export SDC_FILE = /design/flow/constraint.sdc
export NUM_CORES = 4
export LEC_CHECK = 1
export CORE_AREA = 10 10 100 100
export DIE_AREA = 0 0 110 110
[flow/constraint.sdc]
current_design pattern

set clk_period 2.4
set clk_io_pct 0.2

create_clock -name clk0 -period $clk_period [get_ports {Clock}]

set non_clock_inputs [all_inputs -no_clocks]
set_input_delay [expr $clk_period * $clk_io_pct] -clock clk0 $non_clock_inputs
set_output_delay [expr $clk_period * $clk_io_pct] -clock clk0 [all_outputs]
[flow/design.v]
`timescale 1ns/1ps
module pattern(
  input Clock,
  input reset,
  output HS_probe,
  output VS_probe,
  output hsync,
  output vsync,
  output reg [3:0]VGA_R,
  output reg [3:0]VGA_G,
  output reg [3:0]VGA_B
);
  wire display_on;
  wire [9:0] hpos;
  wire [9:0] vpos;
  assign HS_probe = hsync;
  assign VS_probe = vsync;
  video_sync_generator video_sync_generator (
   .clk(Clock),
   .reset(reset),
   .hsync(hsync),
   .vsync(vsync),
   .display_on(display_on),
   .hpos(hpos),
   .vpos(vpos)
  );
  always @( hpos)
  begin
  if (display_on) 
    begin
      if (hpos < 80) begin 
        VGA_R <= 16'hff;
        VGA_G <= 16'hff;
        VGA_B <= 16'hff;
      end else if ( hpos < 160) begin
        VGA_R <= 16'hff;
        VGA_G <= 16'hff;
        VGA_B <= 16'h00;
      end else if ( hpos < 240) begin
        VGA_R <= 16'h00;
        VGA_G <= 16'hff;
        VGA_B <= 16'hff;
      end else if ( hpos < 320) begin
        VGA_R <= 16'h00;
        VGA_G <= 16'hff;
        VGA_B <= 16'h00;
      end else if ( hpos < 400) begin
        VGA_R <= 16'hfe;
        VGA_G <= 16'h00;
        VGA_B <= 16'hff;
      end else if ( hpos < 480) begin
        VGA_R <= 16'hff;
        VGA_G <= 16'h00;
        VGA_B <= 16'h00;
      end else if ( hpos < 560) begin
        VGA_R <= 16'h00;
        VGA_G <= 16'h00;
        VGA_B <= 16'hff;
      end else begin
        VGA_R <= 16'h00;
        VGA_G <= 16'h00;
        VGA_B <= 16'h00;
      end
    end
  end
endmodule
`timescale 1ns/1ps
module video_sync_generator(clk, reset, hsync, vsync, display_on, hpos, vpos);
  input clk;
  input reset;
  output reg hsync, vsync;
  output display_on;
  output reg [9:0] hpos;
  output reg [9:0] vpos;
  parameter H_DISPLAY       = 640;  
  parameter H_BACK          =  48;  
  parameter H_FRONT         =  16;  
  parameter H_SYNC          =  96;  
  parameter V_DISPLAY       = 480;  
  parameter V_TOP           =  33;  
  parameter V_BOTTOM        =  10;  
  parameter V_SYNC          =   2;  
  parameter H_SYNC_START    = H_DISPLAY + H_FRONT;
  parameter H_SYNC_END      = H_DISPLAY + H_FRONT + H_SYNC - 1;
  parameter H_MAX           = H_DISPLAY + H_BACK + H_FRONT + H_SYNC - 1;
  parameter V_SYNC_START    = V_DISPLAY + V_BOTTOM;
  parameter V_SYNC_END      = V_DISPLAY + V_BOTTOM + V_SYNC - 1;
  parameter V_MAX           = V_DISPLAY + V_TOP + V_BOTTOM + V_SYNC - 1;
  wire hmaxxed = (hpos == H_MAX) || reset;	 
  wire vmaxxed = (vpos == V_MAX) || reset;	 
  reg [1:0] prescaler;
  initial begin
    prescaler = 0;
    hsync = 0;
    vsync = 0;
    hpos = 0;
    vpos = 0;
  end
  always @(posedge clk)
  begin
    prescaler = prescaler + 1;
    if (prescaler == 0 )
    begin
      hsync <= (hpos>=H_SYNC_START && hpos<=H_SYNC_END);
      if(hmaxxed)
        hpos <= 0;
      else
        hpos <= hpos + 1;
    end
  end
  always @(posedge clk)
  begin
    if (prescaler == 0 )
    begin
      vsync <= (vpos>=V_SYNC_START && vpos<=V_SYNC_END);
      if(hmaxxed)
        if (vmaxxed)
          vpos <= 0;
        else
          vpos <= vpos + 1;
    end
  end
  assign display_on = (hpos<H_DISPLAY) && (vpos<V_DISPLAY);
endmodule
==> qor.csv <==
metric,value,unit
status,completed,
synthesized area,1587,um^2
H-Tree Depth,1,
largest net degree at the start of global routing,14,
die height,110,um
grt ovf,0,
initial drt markers,40,
endpoints left unconstrained,16,
CTS buffer count,3,
"Chip Area, Yosys",1587,um^2
CTS tree,yes,
"Req. time, crit path",2310,ps
full die area,12100,um^2
core region area,7807,um^2
area growth from synthesis to layout,15.77,%
PortBufs,17,
gr busiest metal,met2,
GRT met2 Usage,0.06986,
"Registers, synthesis",28,
# Cells Yosys,160,
clk slew on worst S/H paths,80,ps
clock latency at the later pin of the worst-skew pair,260,ps
cycle use final,0.8556,
number of antenna repair diodes,0,
Post-Syn Instances,160,
# DRC,0,
Final Hold Vio Count,0,
share of cells above drive strength 1,0.05988,
Pwr Total,0.7070,mW
syn_area_per_cell,9.916,um^2
ANT nets after route,0,
Setup Viol. Count Final,0,
met1 Track Usage GR,0.06559,
Max Cap Viol,0,
Period minus WS final,2053,ps
clk buf depth,2,
final clock skew,6.102,ps
Post-CTS Setup Repair Bufs,0,
Cell Rows,32,
hold buffer count at cts,0,
gpl congestion,0.8394,
PwrDens,384.9,nW/um^2
RSZ-0062 raised after global routing,false,
Worst EP arrival,1960,ps
synth unique cells,39,
R2R depth,4,
P_leak,0.6636,nW
register pins left without a clock,4,
slew at the pin closest to its max-slew limit,484.1,ps
Die X,110,um
hpwl dp,2223,um
"Worst Path Class, Setup",reg2reg,
register area,760.7,um^2
fmax,487.0,MHz
IO Count,18,
first-pass GRT wire length,4588,um
Slew Limit Fails,0,
fp_density,0.2032,
Hold/Removal Path Class,reg2reg,
vias,1093,
hold path depth,1,
kind of start point of the critical path,flop,
post-cts resize count,0,
setup TNS,0,ps
"critical path fanouts, max",10,
filler cell count,844,
final wirelength,2983,um
Combinational Area,654.4,um^2
clk root buf,clkbuf_8,
crit end category,flop,
drt via density,4.063,
synth warn,2,
maximum vdd ir drop,0.0001468,V
max_slew headroom,0.6773,
All-Layer GR Usage,0.04599,
met3 Use GR,0.01175,
drt wl/cell,11.09,um
Log Warnings,29,
initial antenna violation count,0,
DR pass1 iterations,4,
vias in the first global route,958,
-- sequential cells by signal, summed over array words and instances (netlist names) --
signal                          flops
VGA_B                               1
VGA_G                               1
VGA_R                               2
video_sync_generator.hpos          10
video_sync_generator.hsync          1
video_sync_generator.prescaler      2
video_sync_generator.vpos          10
video_sync_generator.vsync          1
-- cell usage after synthesis --
| cell | number | share of area |
|---|---|---|
| buf_6 | 2 | 0.014 |
| o2111ai_1 | 1 | 0.0055 |
| o21ba_2 | 1 | 0.0063 |
| o22a_1 | 1 | 0.0055 |
| clkbuf_1 | 4 | 0.0095 |
| xnor2_1 | 8 | 0.044 |
| a41o_1 | 1 | 0.0063 |
| or3b_1 | 1 | 0.0055 |
| a21o_1 | 1 | 0.0047 |
| nand2b_1 | 1 | 0.0039 |
| o21ai_0 | 5 | 0.016 |
| xor2_1 | 6 | 0.033 |
| nor4_1 | 1 | 0.0039 |
| nand4_1 | 2 | 0.0079 |
| nand4b_1 | 1 | 0.0055 |
| o22ai_2 | 1 | 0.0079 |
| edfxtp_1 | 22 | 0.42 |
| nor2b_1 | 1 | 0.0039 |
| o21ba_1 | 1 | 0.0063 |
| or2_1 | 1 | 0.0039 |
| dfxtp_1 | 2 | 0.025 |
| buf_2 | 2 | 0.0063 |
| a21oi_1 | 2 | 0.0063 |
| nor3_1 | 6 | 0.019 |
| buf_4 | 11 | 0.052 |
| nor2_1 | 24 | 0.057 |
| dlxtp_1 | 4 | 0.038 |
| ha_1 | 6 | 0.047 |
| nand2_1 | 8 | 0.019 |
| and3_1 | 5 | 0.020 |
| o21a_1 | 1 | 0.0047 |
| and4_1 | 3 | 0.017 |
| nand3_1 | 7 | 0.022 |
| a221oi_1 | 2 | 0.011 |
| a311oi_1 | 1 | 0.0055 |
| a31oi_1 | 1 | 0.0039 |
| and2_1 | 1 | 0.0039 |
| o311a_1 | 1 | 0.0063 |
| inv_1 | 11 | 0.026 |
-- critical path, stage by stage (launching register included) --
cell and delay, ps:
edfxtp_1 510, or2_1 330, nor2_1 170, a21o_1 240, and2_1 450
-- where the power goes --
group,internal (mW),switching (mW)
logic,0.00614,0.00798
clock network,0.118,0.123
registers,0.451,0
total,0.576,0.131
-- per-stage QoR --
| stage | area [um^2] | hold WS [ps] | instances | worst slack, ps | utilization |
|---|---|---|---|---|---|
| global placement | 1792 | 388.2 | 265 | 400.7 | 0.2295 |
| global route | 1837 | 424.5 | 269 | 240.4 | 0.2353 |
| detailed placement | 1792 | 395.8 | 265 | 338.5 | 0.2295 |
| CTS | 1837 | 414.8 | 269 | 332.8 | 0.2353 |
| floorplan | 1587 | 380.1 | 160 | 558.8 | - |
| finish | 1837 | 411.1 | 269 | 346.6 | 0.2353 |
-- metal layers --
layer	up-vias	part of all wire	wire length, um
met5	-	0	0
met4	0	0.013	40
met3	2	0.062	184
met2	16	0.42	1250
met1	511	0.51	1507
li1	564	-	-
-- layout by cell type, fill, tap and decap left out, types with 2 or more instances in the layout --
cell type / n
nand2_1: 8
buf_4: 5
o21ai_0: 5
nand3_1: 7
edfxtp_1: 22
clkbuf_8: 3
nor2_1: 24
nand4_1: 2
and3_1: 5
a21oi_1: 2
dlxtp_1: 4
inv_1: 11
a221oi_1: 2
ha_1: 6
xnor2_1: 8
and4_1: 3
nor3_1: 6
clkdlybuf4s50_1: 17
xor2_1: 6
dfxtp_1: 2
-- final cells by class --
type	count	share of cell area
timing repair buffer	22	0.1131
inverter	11	0.02248
clock buffer	4	0.02452
tap	102	0.06948
sequential	28	0.4142
multi-input combinational	102	0.3563
-- final timing paths --
kind                                         startpoint                                    endpoint  slack [ps]
max          video_sync_generator.hpos[6]$_SDFFCE_PN0N_  video_sync_generator.vpos[2]$_SDFFCE_PP0P_         350
min           video_sync_generator.prescaler[0]$_DFF_P_   video_sync_generator.prescaler[0]$_DFF_P_         410
max reg2reg  video_sync_generator.hpos[6]$_SDFFCE_PN0N_  video_sync_generator.vpos[2]$_SDFFCE_PP0P_         350
min reg2reg   video_sync_generator.prescaler[0]$_DFF_P_   video_sync_generator.prescaler[0]$_DFF_P_         410
-- logic make-up (layout without fill, tap and decap cells) --
| group | count (synthesis) | in the layout | synth area share |
|---|---|---|---|
| adders and majority gates | 6 | 6 | 0.04732 |
| xor gates and xnor gates | 14 | 14 | 0.07729 |
| and+or+nand+nor | 62 | 62 | 0.1917 |
| DFF | 24 | 24 | 0.4416 |
| buffers and inverters | 30 | 37 | 0.1080 |
| latches | 4 | 4 | 0.03786 |
| AOI/OAI and AO/OA | 20 | 20 | 0.09622 |
Power and IR drop assume default switching activity.
